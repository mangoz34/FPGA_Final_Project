==> config.mk <==
export PLATFORM = sky130hd
export DESIGN_NAME = DE1_SoC
export DESIGN_NICKNAME = DE1_SoC
export VERILOG_FILES = /design/flow/design.v
export SDC_FILE = /design/flow/constraint.sdc
export NUM_CORES = 4
export LEC_CHECK = 1
export CORE_UTILIZATION = 30
export SYNTH_HDL_FRONTEND = slang
==> constraint.sdc <==
current_design DE1_SoC

set clk_period 5.3
set clk_io_pct 0.2

create_clock -name clk0 -period $clk_period [get_ports {CLOCK_50}]

set non_clock_inputs [all_inputs -no_clocks]
set_input_delay [expr $clk_period * $clk_io_pct] -clock clk0 $non_clock_inputs
set_output_delay [expr $clk_period * $clk_io_pct] -clock clk0 [all_outputs]
==> design.v <==
package game_types;
    typedef enum logic [3:0] {
        S_IDLE,
        S_SET_D3, S_SET_D2, S_SET_D1, S_SET_D0,
        S_GUESS_D3, S_GUESS_D2, S_GUESS_D1, S_GUESS_D0,
        S_SHOW_RESULT,
        S_WIN,
        S_LOSE
    } state_t;
endpackage
import game_types::*;
module DE1_SoC (
    input logic CLOCK_50,
    input logic [3:0] KEY,
    input logic [9:0] SW,
    output logic [6:0] HEX5, HEX4, HEX3, HEX2, HEX1, HEX0,
    output logic [9:0] LEDR
);
    logic reset_n;
    logic p0_pulse, p1_pulse;
    logic [3:0] sw_val;
    logic sw_valid;
    logic [3:0] lfsr_val;
    logic blink_on;
    state_t current_state;
    logic [3:0] target [3:0];
    logic [3:0] guess [3:0];
    logic [3:0] candidate;
    logic [2:0] chances;
    logic [3:0] is_random;
    assign reset_n = KEY[3];
    debouncer db0 (CLOCK_50, reset_n, KEY[0], p0_pulse);
    debouncer db1 (CLOCK_50, reset_n, KEY[1], p1_pulse);
    priority_encoder enc0 (SW, sw_val, sw_valid);
    lfsr_generator lfsr0 (CLOCK_50, reset_n, lfsr_val);
    logic [24:0] cnt_blink;
    always_ff @(posedge CLOCK_50 or negedge reset_n) begin
        if (!reset_n) begin cnt_blink <= 0; blink_on <= 0; end
        else begin
            if (cnt_blink == 25000000-1) begin
                cnt_blink <= 0;
                blink_on <= ~blink_on;
            end else cnt_blink <= cnt_blink + 1;
        end
    end
    game_core core_inst (
        .clk(CLOCK_50),
        .reset_n(reset_n),
        .p0_pulse(p0_pulse),
        .p1_pulse(p1_pulse),
        .sw_val(sw_val),
        .sw_valid(sw_valid),
        .lfsr_val(lfsr_val),
        .current_state(current_state),
        .target(target),
        .guess(guess),
        .candidate(candidate),
        .chances(chances),
        .is_random(is_random)
    );
    display_ctrl disp_inst (
        .state(current_state),
        .blink_on(blink_on),
        .target(target),
        .guess(guess),
        .candidate(candidate),
        .sw_valid(sw_valid),
        .chances(chances),
        .is_random(is_random),
        .HEX5(HEX5), .HEX4(HEX4), .HEX3(HEX3), .HEX2(HEX2),
        .LEDR(LEDR)
    );
endmodule
module debouncer(clk, reset_n, key_in, key_pulse);
	input logic clk, reset_n, key_in;
	output logic key_pulse;
	logic [2:0] btn_sync;
	logic btn_stable, btn_prev;
	always_ff @(posedge clk or negedge reset_n) begin
		if(!reset_n) begin
			btn_sync <= 3'b111;
			btn_prev <= 1'b0;
		end else begin
			btn_sync <= {btn_sync[1:0], key_in};
			btn_prev <= btn_stable;
		end
	end
	assign btn_stable = (btn_sync == 3'b000);
	assign key_pulse = btn_stable && !btn_prev;
endmodule
import game_types::*;
module display_ctrl (
    input state_t state,
    input logic blink_on,
    input logic [3:0] target [3:0],
    input logic [3:0] guess  [3:0],
    input logic [3:0] candidate,
    input logic sw_valid,
    input logic [2:0] chances,
    input logic [3:0] is_random,
    output logic [6:0] HEX5, HEX4, HEX3, HEX2,
    output logic [9:0] LEDR
);
    logic [3:0] char_val [3:0];
    localparam C_L = 4'hD;
    localparam C_O = 4'h0;
    localparam C_S = 4'h5;
    localparam C_E = 4'hE;
    localparam C_A = 4'hA;
    localparam C_b = 4'hB;
    localparam C_U = 4'hC;
    localparam C_BLK = 4'hF;
    always_comb begin
        char_val[3] = C_BLK; char_val[2] = C_BLK; 
        char_val[1] = C_BLK; char_val[0] = C_BLK;
        LEDR = 10'd0;
        if (state == S_GUESS_D3 || state == S_GUESS_D2 || state == S_GUESS_D1 || state == S_GUESS_D0) begin
            case (chances)
                5: begin LEDR[4] = blink_on; LEDR[3:0] = 4'b1111; end
                4: begin LEDR[3] = blink_on; LEDR[2:0] = 3'b111; end
                3: begin LEDR[2] = blink_on; LEDR[1:0] = 2'b11; end
                2: begin LEDR[1] = blink_on; LEDR[0] = 1'b1; end
                1: begin LEDR[0] = blink_on; end
                default: LEDR[4:0] = 5'b0;
            endcase
        end else if (state == S_SHOW_RESULT) begin
            case (chances)
                5: LEDR[4:0] = 5'b11111;
                4: LEDR[4:0] = 5'b01111;
                3: LEDR[4:0] = 5'b00111;
                2: LEDR[4:0] = 5'b00011;
                1: LEDR[4:0] = 5'b00001;
                default: LEDR[4:0] = 5'b0;
            endcase
        end
        case (state)
            S_IDLE: begin
                char_val[3] = 4'd1; char_val[2] = C_A; 
                char_val[1] = 4'd2; char_val[0] = C_b;
                if (blink_on) LEDR = 10'b1111111111;
            end
            S_SET_D3: begin
                char_val[3] = blink_on ? (sw_valid ? candidate : C_U) : C_BLK;
                char_val[2] = C_U; char_val[1] = C_U; char_val[0] = C_U;
            end
            S_SET_D2: begin
                char_val[3] = is_random[3] ? C_U : target[3];
                char_val[2] = blink_on ? (sw_valid ? candidate : C_U) : C_BLK;
                char_val[1] = C_U; char_val[0] = C_U;
            end
            S_SET_D1: begin
                char_val[3] = is_random[3] ? C_U : target[3];
                char_val[2] = is_random[2] ? C_U : target[2];
                char_val[1] = blink_on ? (sw_valid ? candidate : C_U) : C_BLK;
                char_val[0] = C_U;
            end
            S_SET_D0: begin
                char_val[3] = is_random[3] ? C_U : target[3];
                char_val[2] = is_random[2] ? C_U : target[2];
                char_val[1] = is_random[1] ? C_U : target[1];
                char_val[0] = blink_on ? (sw_valid ? candidate : C_U) : C_BLK;
            end
            S_GUESS_D3: begin
                char_val[3] = blink_on ? (sw_valid ? candidate : C_U) : C_BLK;
                char_val[2] = C_U; char_val[1] = C_U; char_val[0] = C_U;
            end
            S_GUESS_D2: begin
                char_val[3] = guess[3];
                char_val[2] = blink_on ? (sw_valid ? candidate : C_U) : C_BLK;
                char_val[1] = C_U; char_val[0] = C_U;
            end
            S_GUESS_D1: begin
                char_val[3] = guess[3]; char_val[2] = guess[2];
                char_val[1] = blink_on ? (sw_valid ? candidate : C_U) : C_BLK;
                char_val[0] = C_U;
            end
            S_GUESS_D0: begin
                char_val[3] = guess[3]; char_val[2] = guess[2]; char_val[1] = guess[1];
                char_val[0] = blink_on ? (sw_valid ? candidate : C_U) : C_BLK;
            end
            S_SHOW_RESULT: begin
                char_val[3] = guess[3]; char_val[2] = guess[2];
                char_val[1] = guess[1]; char_val[0] = guess[0];
                if (guess[3] == target[3]) LEDR[9] = 1'b1;
                else if (guess[3] == target[2] || guess[3] == target[1] || guess[3] == target[0]) LEDR[9] = blink_on;
                if (guess[2] == target[2]) LEDR[8] = 1'b1;
                else if (guess[2] == target[3] || guess[2] == target[1] || guess[2] == target[0]) LEDR[8] = blink_on;
                if (guess[1] == target[1]) LEDR[7] = 1'b1;
                else if (guess[1] == target[3] || guess[1] == target[2] || guess[1] == target[0]) LEDR[7] = blink_on;
                if (guess[0] == target[0]) LEDR[6] = 1'b1;
                else if (guess[0] == target[3] || guess[0] == target[2] || guess[0] == target[1]) LEDR[6] = blink_on;
            end
            S_WIN: begin
                char_val[3] = 4'd4; char_val[2] = C_A; 
                char_val[1] = 4'd0; char_val[0] = C_b;
                if (blink_on) LEDR = 10'b1111111111;
            end
            S_LOSE: begin
                char_val[3] = C_L; char_val[2] = C_O; 
                char_val[1] = C_S; char_val[0] = C_E;
                if (blink_on) LEDR = 10'b1111111111;
            end
        endcase
    end
    hex_decoder h5(char_val[3], HEX5);
    hex_decoder h4(char_val[2], HEX4);
    hex_decoder h3(char_val[1], HEX3);
    hex_decoder h2(char_val[0], HEX2);
endmodule
import game_types::*;
module game_core (
    input logic clk,
    input logic reset_n,
    input logic p0_pulse,
    input logic p1_pulse,
    input logic [3:0] sw_val,
    input logic sw_valid,
    input logic [3:0] lfsr_val,
    output state_t current_state,
    output logic [3:0] target [3:0],
    output logic [3:0] guess  [3:0],
    output logic [3:0] candidate,
    output logic [2:0] chances,
    output logic [3:0] is_random
);
    logic is_duplicate;
    assign candidate = sw_valid ? sw_val : lfsr_val;
    always_comb begin
        is_duplicate = 1'b0;
        case (current_state)
            S_SET_D2:   if (candidate == target[3]) is_duplicate = 1'b1;
            S_SET_D1:   if (candidate == target[3] || candidate == target[2]) is_duplicate = 1'b1;
            S_SET_D0:   if (candidate == target[3] || candidate == target[2] || candidate == target[1]) is_duplicate = 1'b1;
            S_GUESS_D2: if (candidate == guess[3]) is_duplicate = 1'b1;
            S_GUESS_D1: if (candidate == guess[3] || candidate == guess[2]) is_duplicate = 1'b1;
            S_GUESS_D0: if (candidate == guess[3] || candidate == guess[2] || candidate == guess[1]) is_duplicate = 1'b1;
            default:    is_duplicate = 1'b0;
        endcase
    end
    always_ff @(posedge clk or negedge reset_n) begin
        if (!reset_n) begin
            current_state <= S_IDLE;
            chances <= 5;
            is_random <= 4'b0000;
            for(int i=0; i<4; i++) begin target[i] <= 0; guess[i] <= 0; end
        end else begin
            case (current_state)
                S_IDLE: begin
                    if (p0_pulse) begin 
                        current_state <= S_SET_D3; 
                        chances <= 5;
                        is_random <= 4'b0000;
                    end
                end
                S_SET_D3: if (p0_pulse) begin 
                    target[3] <= candidate; 
                    is_random[3] <= !sw_valid;
                    current_state <= S_SET_D2; 
                end
                S_SET_D2: begin
                    if (p0_pulse && !is_duplicate) begin 
                        target[2] <= candidate; 
                        is_random[2] <= !sw_valid;
                        current_state <= S_SET_D1; 
                    end
                    else if (p1_pulse) current_state <= S_SET_D3;
                end
                S_SET_D1: begin
                    if (p0_pulse && !is_duplicate) begin 
                        target[1] <= candidate; 
                        is_random[1] <= !sw_valid;
                        current_state <= S_SET_D0; 
                    end
                    else if (p1_pulse) current_state <= S_SET_D2;
                end
                S_SET_D0: begin
                    if (p0_pulse && !is_duplicate) begin 
                        target[0] <= candidate; 
                        is_random[0] <= !sw_valid;
                        current_state <= S_GUESS_D3; 
                    end
                    else if (p1_pulse) current_state <= S_SET_D1;
                end
                S_GUESS_D3: begin
                    if (p0_pulse && sw_valid) begin guess[3] <= candidate; current_state <= S_GUESS_D2; end
                end
                S_GUESS_D2: begin
                    if (p0_pulse && sw_valid && !is_duplicate) begin guess[2] <= candidate; current_state <= S_GUESS_D1; end
                    else if (p1_pulse) current_state <= S_GUESS_D3;
                end
                S_GUESS_D1: begin
                    if (p0_pulse && sw_valid && !is_duplicate) begin guess[1] <= candidate; current_state <= S_GUESS_D0; end
                    else if (p1_pulse) current_state <= S_GUESS_D2;
                end
                S_GUESS_D0: begin
                    if (p0_pulse && sw_valid && !is_duplicate) begin
                        guess[0] <= candidate;
                        if ( (guess[3] == target[3] ? 1:0) + 
                             (guess[2] == target[2] ? 1:0) + 
                             (guess[1] == target[1] ? 1:0) + 
                             (candidate == target[0] ? 1:0) == 4 ) begin
                            current_state <= S_WIN;
                        end else begin
                            if (chances == 1) begin
                                chances <= 0;
                                current_state <= S_LOSE;
                            end else begin
                                chances <= chances - 1;
                                current_state <= S_SHOW_RESULT;
                            end
                        end
                    end 
                    else if (p1_pulse) current_state <= S_GUESS_D1;
                end
                S_SHOW_RESULT: if (p0_pulse) current_state <= S_GUESS_D3;
                S_WIN: ;
                S_LOSE: ;
            endcase
        end
    end
endmodule
module hex_decoder (
    input  logic [3:0] hex_in,
    output logic [6:0] hex_out
);
    always_comb begin
        case (hex_in)
            4'h0: hex_out = 7'b1000000;  
            4'h1: hex_out = 7'b1111001;  
            4'h2: hex_out = 7'b0100100;  
            4'h3: hex_out = 7'b0110000;  
            4'h4: hex_out = 7'b0011001;  
            4'h5: hex_out = 7'b0010010;  
            4'h6: hex_out = 7'b0000010;  
            4'h7: hex_out = 7'b1111000;  
            4'h8: hex_out = 7'b0000000;  
            4'h9: hex_out = 7'b0010000;  
            4'hA: hex_out = 7'b0001000;  
            4'hB: hex_out = 7'b0000011;  
            4'hC: hex_out = 7'b1110111;  
            4'hD: hex_out = 7'b1000111;  
            4'hE: hex_out = 7'b0000110;  
            4'hF: hex_out = 7'b1111111;  
            default: hex_out = 7'b1111111;
        endcase
    end
endmodule
module lfsr_generator (
    input  logic        clk,
    input  logic        reset_n,
    output logic [3:0]  rand_digit
);
    logic [15:0] lfsr_reg;
    always_ff @(posedge clk or negedge reset_n) begin
        if (!reset_n) begin
            lfsr_reg <= 16'hACE1;
        end else begin
            logic feedback;
            feedback = lfsr_reg[0] ^ lfsr_reg[2] ^ lfsr_reg[3] ^ lfsr_reg[5];
            lfsr_reg <= {feedback, lfsr_reg[15:1]};
        end
    end
    assign rand_digit = lfsr_reg[3:0] % 10; 
endmodule
module priority_encoder (
    input  logic [9:0] sw,
    output logic [3:0] hex_val,
    output logic valid
);
    always_comb begin
        valid = 1'b1;
        hex_val = 4'd0;
        if      (sw[9]) hex_val = 4'd9;
        else if (sw[8]) hex_val = 4'd8;
        else if (sw[7]) hex_val = 4'd7;
        else if (sw[6]) hex_val = 4'd6;
        else if (sw[5]) hex_val = 4'd5;
        else if (sw[4]) hex_val = 4'd4;
        else if (sw[3]) hex_val = 4'd3;
        else if (sw[2]) hex_val = 4'd2;
        else if (sw[1]) hex_val = 4'd1;
        else if (sw[0]) hex_val = 4'd0;
        else begin
            valid = 1'b0;
            hex_val = 4'd0;
        end
    end
endmodule
==> run.sh <==
#!/bin/bash
# OpenROAD 26Q1-2900-gdf79404cd8, Yosys 0.63+post, stock flow scripts
make -C /OpenROAD-flow-scripts/flow DESIGN_CONFIG=/design/flow/config.mk WORK_HOME=/design/flow/orfs finish
==> flow_summary.html <==
<h2>Implementation results</h2>
<table>
<tr><th>Metric</th><th>Value</th></tr>
<tr><th colspan="2">Detailed routing</th></tr>
<tr><td>Number of vias after detailed routing</td><td>6122</td></tr>
<tr><td>Drt first-iter violations</td><td>444</td></tr>
<tr><td>First drt pass iteration count</td><td>5</td></tr>
<tr><td>Highest metal layer with signal wires</td><td>met4</td></tr>
<tr><td>Post-route antenna net violation count</td><td>0</td></tr>
<tr><td>Count of inserted antenna diode cells</td><td>0</td></tr>
<tr><td>Post-detailed-route DRC marker count</td><td>0</td></tr>
<tr><td>Metal3 WL</td><td>1.10 mm</td></tr>
<tr><td>Mean routed wirelength per cell</td><td>15.4 µm</td></tr>
<tr><td>Detailed-routing wirelength on met1</td><td>8.83 mm</td></tr>
<tr><td>Vias per cell</td><td>5.05</td></tr>
<tr><td>Routed wire length</td><td>18.6 mm</td></tr>
<tr><td>Met2 routed WL</td><td>8.18 mm</td></tr>
<tr><th colspan="2">Final layout</th></tr>
<tr><td>Flip-flop count of the largest register after layout</td><td>25</td></tr>
<tr><td>Layout cells sized above 1</td><td>15.9%</td></tr>
<tr><td>Count of placed standard cells in the final layout, fillers left out</td><td>1213</td></tr>
<tr><td>Final core occ</td><td>35.9%</td></tr>
<tr><td>Footprint of the multi-input gates</td><td>4530 µm²</td></tr>
<tr><td>Largest register by flop count</td><td>cnt_blink</td></tr>
<tr><td>Layout area overhead</td><td>17.5%</td></tr>
<tr><td>Register cell area after layout</td><td>2520 µm²</td></tr>
<tr><td>Tally of filler cells in the layout</td><td>2428</td></tr>
<tr><th colspan="2">Floorplanning</th></tr>
<tr><td>Vertical die size</td><td>159 µm</td></tr>
<tr><td>Full die area</td><td>25400 µm²</td></tr>
<tr><td>Standard-cell rows</td><td>57</td></tr>
<tr><td>Core outline area</td><td>24300 µm²</td></tr>
<tr><td>Boundary Pins</td><td>67</td></tr>
<tr><td>Die outline width</td><td>159 µm</td></tr>
<tr><td>Initial core utilization</td><td>30.6%</td></tr>
<tr><th colspan="2">Placement</th></tr>
<tr><td>Input/output buffers</td><td>51</td></tr>
<tr><td>Routability cong.</td><td>0.926</td></tr>
<tr><td>HPWL Detailed</td><td>13.7 mm</td></tr>
<tr><td>Placed Cells incl. Taps</td><td>1196</td></tr>
<tr><th colspan="2">Power</th></tr>
<tr><td>Static leakage power</td><td>0.00358 µW</td></tr>
<tr><td>Total power consumption of the routed design</td><td>3700 µW</td></tr>
<tr><td>Power density over the cells</td><td>423 nW/µm²</td></tr>
<tr><td>Worst vdd rail ir drop</td><td>0.208 mV</td></tr>
<tr><th colspan="2">Clock network</th></tr>
<tr><td>Inserted Clock Buffers</td><td>9</td></tr>
<tr><td>Buffer cell driving the clock tree root</td><td>sky130_fd_sc_hd__clkbuf_16</td></tr>
<tr><td>TritonCTS clock tree</td><td>yes</td></tr>
<tr><td>Clock Sinks</td><td>100</td></tr>
<tr><td>Source-to-sink clock delay at the later pin of the worst-skew pair</td><td>0.36 ns</td></tr>
<tr><td>Maximum clock path buffer count</td><td>2</td></tr>
<tr><td>Count of H-tree levels built during CTS</td><td>3</td></tr>
<tr><td>Clock slew at the register clock pins of the worst setup and hold paths</td><td>0.07 ns</td></tr>
<tr><th colspan="2">Yosys</th></tr>
<tr><td>Post-Synthesis Cell Area</td><td>7430 µm²</td></tr>
<tr><td>Synth flops</td><td>100</td></tr>
<tr><td>Unique cell type count in the Yosys netlist</td><td>73</td></tr>
<tr><td>Post-synthesis instance total</td><td>839</td></tr>
<tr><td>Sequential fraction of the synthesis area</td><td>34.0%</td></tr>
<tr><td>Fraction of registers with async set or reset after synthesis</td><td>100%</td></tr>
<tr><td>Synth Area per Inst</td><td>8.86 µm²</td></tr>
<tr><td>Most used flip-flop cell</td><td>sky130_fd_sc_hd__dfrtp_1</td></tr>
<tr><td>Summed standard-cell area reported by yosys</td><td>7430 µm²</td></tr>
<tr><td>Yosys stat cell total</td><td>839</td></tr>
<tr><td>EDFF count, synth</td><td>0</td></tr>
<tr><td>Count of synthesis-stage warnings from yosys</td><td>14</td></tr>
<tr><th colspan="2">Min path</th></tr>
<tr><td>Hold Crit Depth</td><td>0</td></tr>
<tr><td>Hold Path Sink</td><td>lfsr0.lfsr_reg[8]</td></tr>
<tr><td>Classification of the worst-slack hold path</td><td>reg -&gt; reg</td></tr>
<tr><td>Critical hold path startpoint</td><td>lfsr0.lfsr_reg[9]</td></tr>
<tr><th colspan="2">Critical path</th></tr>
<tr><td>Endpoint kind of the worst setup timing path</td><td>output port</td></tr>
<tr><td>Startpoint of the worst-slack reg-to-reg timing path</td><td>lfsr0.lfsr_reg[2]</td></tr>
<tr><td>Critical path type</td><td>in -&gt; out</td></tr>
<tr><td>Type of origin of the critical path</td><td>input port</td></tr>
<tr><td>Worst Path Required</td><td>4.24 ns</td></tr>
<tr><td>Number of cells on the worst reg-to-reg path</td><td>14</td></tr>
<tr><td>Worst setup path startpoint</td><td>SW[0]</td></tr>
<tr><td>Critical path fanouts, max</td><td>4</td></tr>
<tr><td>Endpoint of the lowest-slack register-to-register path</td><td>core_inst.chances[1]</td></tr>
<tr><td>R2r setup slk</td><td>1.54 ns</td></tr>
<tr><td>Crit path arrival time</td><td>4.02 ns</td></tr>
<tr><th colspan="2">STA</th></tr>
<tr><td>Setup violation total in the final timing report</td><td>0</td></tr>
<tr><td>Clock tree skew after final layout</td><td>0.0118 ns</td></tr>
<tr><td>Share of the cycle needed by the critical path after routing</td><td>95.8%</td></tr>
<tr><td>Relative max-transition margin</td><td>57.3%</td></tr>
<tr><td>Worst-Margin Slew</td><td>0.625 ns</td></tr>
<tr><td>Final-layout worst hold slack</td><td>0.344 ns</td></tr>
<tr><td>Unrepaired setup endpoints after global routing</td><td>no</td></tr>
<tr><td>Hold violation count in the final report</td><td>0</td></tr>
<tr><td>Final max-slew violation count</td><td>0</td></tr>
<tr><td>Final critical delay including setup and external delays</td><td>5.08 ns</td></tr>
<tr><td>Peak Freq</td><td>0.197 GHz</td></tr>
<tr><td>Accumulated negative setup slack</td><td>0 ns</td></tr>
<tr><th colspan="2">Global route</th></tr>
<tr><td>First-pass GRT wire length</td><td>30.7 mm</td></tr>
<tr><td>Combined global-route utilization of all metal layers</td><td>15.3%</td></tr>
<tr><td>Antenna violations before repair</td><td>0</td></tr>
<tr><td>Vias in the first global route</td><td>5747</td></tr>
<tr><td>Pin count of the biggest net entering global routing</td><td>52</td></tr>
<tr><td>Sum of overflow across all layers after global routing</td><td>0</td></tr>
<tr><th colspan="2">Outcome</th></tr>
<tr><td>Outcome</td><td>finished clean</td></tr>
<tr><th colspan="2">Job</th></tr>
<tr><td>Number of warnings the tools reported</td><td>49</td></tr>
<tr><td>Maximum Capacitance Violations</td><td>0</td></tr>
</table>
-- metrics by stage --
stage                     setup WS [ns]  cell area (µm²)
after floorplan                   0.767             7480
after global placement           0.0804             8380
after detailed placement         0.0849             8380
after CTS                        0.0571             8700
after global routing             0.0130             8740
final                             0.221             8740
-- per-layer routing --
metal	vias to the layer above	GRT usage (%)
met4	0	3.72
met5	-	0
met2	191	22.8
met3	30	2.74
met1	2880	23.3
li1	3021	-
-- how the worst max path moves through the flow --
stage	cells after the start	end
after CTS	13	HEX3[3]
after global routing	12	HEX5[0]
final	13	HEX3[0]
-- synthesized netlist by cell type (all sizes together) (5+ instances only) --
master   n  area (µm²)
and3     6        37.5
dfstp   17         447
nand2   63         236
o21ai   68         340
mux2i   14         140
dfrtp   83        2080
or4      5        37.5
xnor2   70         613
a21boi   5        37.5
a21oi   33         176
nor3    25         191
and2     5        31.3
nand3   15        75.1
o31ai    9        67.6
inv     28         105
nand4   25         156
or3     17         111
nor2b    7        43.8
mux2    30         338
o21a     5        37.5
a211oi  12        95.1
clkbuf  48         183
o211ai   7        52.6
nor4    10        90.1
ha      32         400
xor2    34         298
buf     28         176
a221oi   5        43.8
nor2    69         262
nand2b   6        37.5
-- kinds of logic after synthesis --
group	Yosys count	synth area share, %
compound gates	182	15.8
xor+xnor	104	12.3
fa+ha+maj	33	5.66
buf+inv	104	6.25
flops	100	34.0
mux	44	6.43
other cells	1	0.0505
simple gates	271	19.6
-- report_power, final --
group | switching, µW | internal, µW
Clock | 303 | 388
Combinational | 766 | 883
Sequential | 447 | 910
Total | 1520 | 2180
-- worst max-delay path, stage by stage --
cell	delay, ns
sky130_fd_sc_hd__clkdlybuf4s50_1	0.46
sky130_fd_sc_hd__or4_4	0.58
sky130_fd_sc_hd__nor2_2	0.16
sky130_fd_sc_hd__a211oi_2	0.07
sky130_fd_sc_hd__nor3b_2	0.18
sky130_fd_sc_hd__buf_4	0.15
sky130_fd_sc_hd__o2111ai_2	0.17
sky130_fd_sc_hd__buf_4	0.19
sky130_fd_sc_hd__ha_1	0.18
sky130_fd_sc_hd__mux2_2	0.26
sky130_fd_sc_hd__nand2_1	0.06
sky130_fd_sc_hd__o21ai_0	0.09
sky130_fd_sc_hd__clkdlybuf4s50_1	0.40
-- layout by cell type, fill, tap and decap left out, types with 15 or more instances in the layout --
cell type,netlist,final
sky130_fd_sc_hd__nand2_1,63,63
sky130_fd_sc_hd__nand4_1,25,25
sky130_fd_sc_hd__buf_4,14,47
sky130_fd_sc_hd__ha_1,32,32
sky130_fd_sc_hd__nand3_1,15,15
sky130_fd_sc_hd__a21oi_1,32,32
sky130_fd_sc_hd__clkdlybuf4s50_1,0,50
sky130_fd_sc_hd__mux2_2,30,30
sky130_fd_sc_hd__dfstp_2,17,17
sky130_fd_sc_hd__nor3_1,18,18
sky130_fd_sc_hd__dfrtp_1,83,83
sky130_fd_sc_hd__o21ai_0,68,67
sky130_fd_sc_hd__xor2_1,34,34
sky130_fd_sc_hd__inv_1,28,27
sky130_fd_sc_hd__nor2_1,68,65
sky130_fd_sc_hd__xnor2_1,70,70
sky130_fd_sc_hd__or3_1,16,16
-- repair_timing --
action | in CTS | in global routing
setup buffers | 0 | 1
resized | 0 | 10
setup endpoints to repair | 0 | 19
hold buffers | 0 | 0
-- cell type report --
class,instances,area share (%)
Multi-Input combinational cell,648,51.9
Tap cell,324,4.64
Timing Repair Buffer,97,9.77
Sequential cell,100,28.9
Inverter,28,1.20
Clock inverter,6,0.902
Clock buffer,10,2.74
No activity file was given, so power comes from the tool's default toggle rates.
